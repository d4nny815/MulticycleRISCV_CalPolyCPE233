==> design/flow/design.v <==
`timescale 1ns / 1ps
`default_nettype none
module clk_2n_div_test  #(parameter n=13) (
   input wire clockin, 
   input wire fclk_only,   
   output reg clockout);  
    reg [n:0] count; 
    initial count = 0;
    always@(posedge clockin) 
    begin 
        count <= count + 1; 
    end 
    always @ (*)
    begin
       if (fclk_only == 1)
          clockout = clockin; 
       else
          clockout = count[n]; 
    end
endmodule
`default_nettype wire
==> design/flow/run.sh <==
#!/bin/bash
# OpenROAD 26Q1-2900-gdf79404cd8, Yosys 0.63+post, stock flow scripts
make -C /OpenROAD-flow-scripts/flow DESIGN_CONFIG=/design/flow/config.mk WORK_HOME=/design/flow/orfs finish
==> design/flow/config.mk <==
export PLATFORM = sky130hd
export DESIGN_NAME = clk_2n_div_test
export DESIGN_NICKNAME = clk_2n_div_test
export VERILOG_FILES = /design/flow/design.v
export SDC_FILE = /design/flow/constraint.sdc
export NUM_CORES = 4
export LEC_CHECK = 1
export CORE_AREA = 10 10 79 79
export DIE_AREA = 0 0 89 89
export SYNTH_HDL_FRONTEND = slang
==> design/flow/constraint.sdc <==
current_design clk_2n_div_test

set clk_period 2.2
set clk_io_pct 0.2

create_clock -name clk0 -period $clk_period [get_ports {clockin}]

set non_clock_inputs [all_inputs -no_clocks]
set_input_delay [expr $clk_period * $clk_io_pct] -clock clk0 $non_clock_inputs
set_output_delay [expr $clk_period * $clk_io_pct] -clock clk0 [all_outputs]
==> run_results.csv <==
group,metric,value,unit
placement,dpl_cell_area,626,um^2
outcome,outcome,"completed",
synth,synth_stat.cells,51,
flow_run,warning_count,27,
global_routing,grt_max_degree,9,
synth,top_area_cell,"dfxtp_1",
clocking,clk_pin_slew_worst_paths,0.05,ns
synth,synthesis.area,538,um^2
critical_path,critPathSlowestCell,"mux2_2",
synth,top_area_share,52.1,%
global_routing,grt_pass1_vias,398,
die,initial_core_util,11.5,%
synth,numSynthFlops,14,
layout,final_util,15.4,%
layout,final_common_cell,"dfxtp_1",
critical_path,path_class,"clock port to output port",
routing,drtIter0Drc,4,
die,num_io_pins,3,
synth,synth.distinct_cells,13,
synth,area_leaders,"dfxtp_1 52%, xor2_1 15%, xnor2_1 4.9%",
routing,postRouteAntennaNets,0,
layout,area_delta_synth_final,33.3,%
global_routing,grt.total_usage,2.30,%
layout,reg_top3,"count x14",
die,std_cell_rows,25,
placement,port_buffers,2,
routing,wl,812,um
global_routing,antenna_found_initial,0,
layout,top_register,"count",
layout,fin_cells,114,
die,coreArea,4660,um^2
layout,postLayoutCellArea,717,um^2
global_routing,grt-ovfl-total,0,
die,dieWidth,89,um
clocking,clk_latency,0.34,ns
critical_path,required,1.76,ns
critical_path,crit_fanout,2,
worst_hold_path,min_path_cells,1,
placement,dp_cells,107,
critical_path,r2r_cells,4,
synth,avgSynthCellArea,10.5,um^2
routing,vias,374,
global_routing,grt_pass1_wl,1490,um
routing,route.detailed.drc,0,
power,powerDensity,905,nW/um^2
power,peakVddDrop,0.285,mV
final_timing,slew_headroom,83.9,%
die,dieArea,7920,um^2
routing,avgViaCountPerCell,3.28,
placement,dp_hpwl,571,um
synth,yosys-stat-area,538,um^2
critical_path,start_kind,"clock port",
power,totalPowerFinal,0.000649,W
critical_path,path_common_cell,"clkbuf_8",
layout,final_layout_top_logic_cells,"14 x dfxtp_1, 9 x xor2_1, 7 x clkbuf_8",
final_timing,worst-slew-pin-transition,0.239,ns
clocking,cts_hold_buf,0,
routing,num_antenna_cells,0,
critical_path,crit_path_end_kind,"output port",
critical_path,max_stage_delay,0.25,ns
synth,ys_warn_count,0,
power,power_leakage,0.288,nW
placement,gp_congestion,0.708,
routing,wl_per_cell,7.12,um
clocking,cts_tree,"yes",
worst_hold_path,min_path_type,"flop to flop",
final_timing,setup_viol_count_final,0,
layout,fillers,496,
final_timing,rsz0062_at_grt,"no",
die,fp.dieH,89,um
synth,synthCells,51,
routing,first_pass_iters,3,
flow_run,maxCapViolCount,0,
critical_path,crit_arrival,1.68,ns
final_timing,final_max_slew_viol_count,0,
layout,largest_reg_flops,14,
critical_path,worstPathCellList,"clkbuf_8, clkbuf_8, mux2_2, buf_2",
final_timing,hold_violations,0,
layout,layout-drive-gt1-share,20.0,%
synth,ys_seq_share,52.1,%
final_timing,fin_setup_tns,0,ns
final_timing,skew,0.00179,ns
kinds of logic (layout without fill, tap and decap cells):
logic type / Yosys count / in the layout / share of synthesized area [%]
flip-flops: 14 / 14 / 52.1
buffers and inverters: 2 / 11 / 1.40
AND/OR/NAND/NOR: 21 / 21 / 22.6
XOR/XNOR: 12 / 12 / 19.5
adder cells (fa/ha/maj): 1 / 1 / 2.33
multiplexers: 1 / 1 / 2.09
power by group:
part           internal (W)  switching, W
Combinational    0.00000154   0.000000339
Clock              0.000287      0.000107
Sequential         0.000254             0
metrics by stage:
stage	hold WS [ns]	worst slack, ns
6_report	0.411	0.0799
5_1_grt	0.454	0.0436
4_1_cts	0.414	0.0632
3_5_place_dp	0.401	0.0354
3_3_place_gp	0.395	0.0354
2_1_floorplan	0.383	0.438
area by class of cell:
cell class / count / area (um^2) / share of cell area [%]
clock buffer: 8 / 101 / 14.1
inverter: 2 / 7.51 / 1.05
multi-input combinational: 35 / 250 / 34.9
sequential: 14 / 280 / 39.1
tap: 54 / 67.6 / 9.42
timing repair buffer: 1 / 10.0 / 1.40
timing repair:
action                                  in CTS  in global routing
buffers inserted                             0                  0
resized                                      3                  0
endpoints found under the setup margin       1                  0
Yosys cell counts:
cell type  number
nand3_2         1
nor4_2          2
xor2_1          9
nor3_1          4
nand4_1         4
mux2_2          1
ha_1            1
nand2_1         4
dfxtp_1        14
xnor2_1         3
nand3_1         3
nor2_1          3
inv_1           2
worst max-delay path, delay by kind of cell:
family / cells / cell delay, ns
buffers and inverters: 3 / 0.34
muxes: 1 / 0.25
final timing paths:
kind	from	end	slack (ns)
min reg2reg	count[0]	count[0]	0.41
max	clockin	clockout	0.08
max reg2reg	count[0]	count[12]	0.96
min	count[0]	count[0]	0.41
routing by layer:
metal	global-route usage, %	vias to the layer above	part of all wire, %
li1	-	191	-
met1	2.58	177	48
met2	2.99	4	44
met3	1.56	2	5.5
met4	1.73	0	2.0
met5	0	-	0
No activity file was given, so power comes from the tool's default toggle rates.
